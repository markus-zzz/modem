==> flow/design.v <==
module rx_ctrl(
  input wire clk,
  input wire rst,
  input wire [7:0] rp_i,
  output wire [7:0] wp_o,
  output wire [31:0] wdata_o,
  output wire [7:0] waddr_o,
  output wire wen_o,
  input wire [7:0] byte_i,
  output wire valid_i,
  output wire begin_i,
  output wire end_i,
  output wire clk_req_o,
  output wire irq_o
);
	reg [7:0] wp;
	assign wp_o = wp;
	reg [7:0] wp_tmp;
	assign clk_req_o = (curr_state != S_IDLE);
	assign irq_o = (curr_state == S_MSG_HEADER);
	wire [7:0] free_space;
	assign free_space = (rp_i <= wp_tmp) ?  9'h100 - (wp_tmp - rp_i) - 1 : (rp_i - wp_tmp) - 1;
	parameter S_IDLE         = 1 << 0,
	          S_MSG_HEADER   = 1 << 1,
	          S_MSG_PAYLOAD  = 1 << 2,
	          S_MSG_OVERFLOW = 1 << 3,
	          S_MSG_FLUSH    = 1 << 4;
	reg [5:0] curr_state, next_state;
	always @(posedge clk) begin
		if (rst) begin
			curr_state <= S_IDLE;
		end
		else begin
			curr_state <= next_state;
		end
	end
	always @(*) begin
		next_state = curr_state;
		case (curr_state)
			S_IDLE: begin
				if (valid_i) begin
					next_state = S_MSG_PAYLOAD;
				end
			end
			S_MSG_PAYLOAD: begin
				if (free_space < 3) begin
					next_state = S_MSG_OVERFLOW;
				end
				else if (end_i) begin
					next_state = S_MSG_FLUSH;
				end
			end
			S_MSG_FLUSH: begin
				next_state = S_MSG_HEADER;
			end
			S_MSG_HEADER: begin
				next_state = S_IDLE;
			end
			S_MSG_OVERFLOW: begin
				if (end_i) begin
					next_state = S_IDLE;
				end
			end
		endcase
	end
	always @(posedge clk) begin
		if (rst) begin
			wp_tmp <= 0;
		end
		else if (curr_state == S_IDLE && valid_i) begin
			wp_tmp <= wp + 1;
		end
		else if (curr_state == S_MSG_PAYLOAD && valid_i && msg_byte_idx[1:0] == 2'b00) begin
			wp_tmp <= wp_tmp + 1;
		end
	end
	always @(posedge clk) begin
		if (rst) begin
			wp <= 0;
		end
		else if (curr_state == S_MSG_HEADER) begin
			wp <= wp_tmp + 1;
		end
	end
	reg [31:0] wdata_staging;
	reg [9:0] msg_byte_idx;
	assign wdata_o = (curr_state == S_MSG_HEADER) ? msg_byte_idx : wdata_staging;
	assign waddr_o = (curr_state == S_MSG_HEADER) ? wp : wp_tmp;
	assign wen_o = (curr_state == S_MSG_PAYLOAD && msg_byte_idx[1:0] == 2'b00 && valid_i) ||
	                curr_state == S_MSG_HEADER ||
	                curr_state == S_MSG_FLUSH;
	always @(posedge clk) begin
		if (rst) begin
			wdata_staging <= 0;
		end
		else if (valid_i) begin
			case (msg_byte_idx[1:0])
				2'b00: wdata_staging[7:0]   <= byte_i;
				2'b01: wdata_staging[15:8]  <= byte_i;
				2'b10: wdata_staging[23:16] <= byte_i;
				2'b11: wdata_staging[31:24] <= byte_i;
			endcase
		end
	end
	always @(posedge clk) begin
		if (rst || curr_state == S_MSG_HEADER) begin
			msg_byte_idx <= 0;
		end
		else if (valid_i) begin
			msg_byte_idx <= msg_byte_idx + 1;
		end
	end
endmodule
==> flow/run.sh <==
#!/bin/bash
# OpenROAD 26Q1-2900-gdf79404cd8, Yosys 0.63+post, stock flow scripts
make -C /OpenROAD-flow-scripts/flow DESIGN_CONFIG=/design/flow/config.mk WORK_HOME=/design/flow/orfs finish
==> flow/config.mk <==
export PLATFORM = sky130hd
export DESIGN_NAME = rx_ctrl
export DESIGN_NICKNAME = rx_ctrl
export VERILOG_FILES = /design/flow/design.v
export SDC_FILE = /design/flow/constraint.sdc
export NUM_CORES = 4
export LEC_CHECK = 1
export CORE_AREA = 10 10 70 70
export DIE_AREA = 0 0 80 80
==> flow/constraint.sdc <==
current_design rx_ctrl

set clk_period 2.4
set clk_io_pct 0.2

create_clock -name clk0 -period $clk_period [get_ports {clk}]

set non_clock_inputs [all_inputs -no_clocks]
set_input_delay [expr $clk_period * $clk_io_pct] -clock clk0 $non_clock_inputs
set_output_delay [expr $clk_period * $clk_io_pct] -clock clk0 [all_outputs]
==> results.ini <==
[clocking]
cts_setup_buffers = 0
clock-sinks = 6
cts_tree = built
cts_buffers = 3
clk_pin_slew_ns = 0.05
cts.path.max_buffers = 2
clock_latency_ns = 0.24
h-tree-depth = 1
root_buffer = clkbuf_4
hold_buffers = 0
cts-resized-gates = 0

[floorplan]
rows = 21
die_area_um2 = 6400
fp-utilization_pct = 17.3
die_x_um = 80
ioPinCount = 72
die_height_um = 80
core-area_um2 = 3420

[timing]
slew_violations = 0
rsz0062_at_grt = false
hold_viol = 0
tns_ns = 0
post-route-period-util_pct = 84.6
setup_viol = 0
period_minus_slack_ns = 2.03
finClkSkew_ns = 0.00246
fmax_mhz = 493

[setup_path]
worstSetupPathType = reg2out
required_ns = 1.92
path_cells = or4_1 > clkdlybuf4s50_1
path_buffers = 1
cp-start-kind = flop
end_kind = output port
r2r_setup_slack_ns = 1.56
critPathSlowestCell = or4_1
path_delay_family = simple AND/OR/NAND/NOR gates
worst-endpoint-arrival_ns = 1.55
cpPeakStageDelay_ns = 0.53
cp_max_fo = 6

[global_routing]
groute.usage.overall_pct = 3.25
grt_pass1_vias = 427
grt_pass1_wl_um = 1750
grt_max_degree = 7
antenna_found_initial = 0
grt-ovfl-total = 0

[routing]
detail_route.vias_per_cell = 2.44
dr.max_layer_used = met3
drt-initial-drc-count = 2
wl_um = 1230
drc_errors = 0
vias = 324
antenna_left = 0
diodes = 0
wl_per_cell_um = 9.23
met1_length_um = 526
dr_wl_met2_um = 573
first_pass_iters = 2
routed-wl-met3_um = 127

[place]
placed_cells = 130
gp_congestion = 0.630
io_buffers = 14
dpl.hpwl_um = 1140
dpl_cell_area_um2 = 599

[layout]
final_layout_size_suffix_gt1_share_pct = 5.75
final_cells = 133
area_delta_synth_final_pct = 5.52
fin_area_um2 = 622
fin_util_pct = 18.2

[power_and_ir_drop]
p_comb_share_pct = 15.5
p_leak_nw = 0.312
p_int_uw = 184
swShare_pct = 21.4
power.density_nw_per_um2 = 377
power_uw = 234
vdd_drop_max_mv = 0.103
seqPwrFrac_pct = 45.5
switchingPower_uw = 50.2
pwr-share-clk_pct = 39.1

[synth]
ys_seq_share_pct = 20.4
syn_inst = 71
yosysChipArea_um2 = 589
yosys_warnings = 4
syn_area_um2 = 589
yosys-top-cells-area = buf_4, dfxtp_1, nor2b_1
ys_ff = 6
synth_cell_type_count = 14
yosysTopAreaCell = buf_4
yosys.area.top_type_share_pct = 62.4
synth_area_per_cell_um2 = 8.30
ys_cells = 71

[worst_hold_path]
hold_path_class = reg2reg

[flow_run]
drv_cap = 0
warning_count = 33

[status]
status = finished clean

[layer usage]
| layer | vias up | global-route usage [%] |
|---|---|---|
| li1 | 155 | - |
| met1 | 133 | 3.87 |
| met2 | 36 | 5.30 |
| met3 | 0 | 1.59 |
| met4 | 0 | 0.352 |
| met5 | - | 0 |
[final timing paths]
kind | from | to | depth (start not counted)
worst max-delay path | curr_state[4] | clk_req_o | 2
worst min-delay path | curr_state[2] | curr_state[0] | 1
worst max register to register | curr_state[4] | curr_state[0] | 1
worst min register to register | curr_state[2] | curr_state[0] | 1
[layout make-up]
class	instances	area, um2
fillers	393	2790
multi-input cells	63	278
inverters	1	3.75
repair buffers	14	140
flip-flops and latches	6	120
clock buffers	3	22.5
well taps	46	57.6
[power groups by stage]
| stage | combinational, mW | clock (mW) | sequential, mW |
|---|---|---|---|
| after CTS | 0.0392 | 0.0960 | 0.106 |
| after global routing | 0.0432 | 0.104 | 0.107 |
| final | 0.0362 | 0.0916 | 0.107 |
[metrics by stage]
step	setup WS, ns	hold slack (ns)
after global placement	0.605	0.414
after CTS	0.343	0.432
after global routing	0.311	0.451
after detailed placement	0.609	0.422
after floorplan	1.15	0.409
final	0.371	0.433
[logic make-up after synthesis]
logic type,count (synthesis),synth area share [%]
buf+inv,50,63.1
simple gates,13,14.4
flops,6,20.4
compound gates,1,1.49
other cells,1,0.636
[cells in the mapped netlist (all sizes together)]
cell	count
and4	1
or2	2
or4	1
or3	1
and2	1
a311oi	1
nor2	3
dfxtp	6
buf	49
conb	1
nor2b	3
nor4	1
inv	1
[placed cells by master, fill, tap and decap left out]
cell type        Yosys  final
or2_1                1      1
and2_2               1      1
or4_1                1      1
or2_0                1      1
dfxtp_1              6      6
clkbuf_4             0      3
inv_1                1      1
or3_1                1      1
nor2b_1              3      3
a311oi_1             1      1
clkdlybuf4s50_1      0     14
conb_1               1     49
nor2_1               3      3
and4_1               1      1
nor4_2               1      1
[state kept, by name, indices dropped and copies added (netlist names)]
register,flops
curr_state,5
wp,1
Power is estimated from default activity; no workload was simulated.
