==> flow/design.v <==
module cmplx_conv # (
  parameter aw = 10,      
  parameter ntaps = 32,   
  parameter coeffs = ""   
)
(
  input wire clk,
  input wire rst,
  input wire [15:0] x_a_i,
  input wire [15:0] x_b_i,
  input wire x_valid_i,
  output wire x_ready_o,
  output wire [15:0] y_a_o,
  output wire [15:0] y_b_o,
  output wire y_valid_o,
  input wire y_ready_i
);
	parameter S_READY    = 1 << 0,
	          S_LOAD     = 1 << 1,
	          S_COMP_0   = 1 << 2,
	          S_COMP_1   = 1 << 3,
	          S_COMP_2   = 1 << 4,
	          S_DONE     = 1 << 5;
	reg [7:0] curr_state, next_state;
	always @(posedge clk) begin
		if (rst) begin
			curr_state <= S_READY;
		end
		else begin
			curr_state <= next_state;
		end
	end
	reg [aw-1:0] x_wp;
	reg [aw-1:0] idx;
	wire [aw-1:0] x_addr;
	wire x_we;
	wire [31:0] x_di, x_do;
	wire [15:0] h_do;
	assign x_addr = (curr_state == S_LOAD) ? x_wp : x_wp - idx;
	assign x_we = (curr_state == S_LOAD);
	assign x_di = {x_a_i, x_b_i};
	assign x_ready_o = (curr_state == S_LOAD);
	assign y_valid_o = (curr_state == S_DONE);
	spram # (
	  .aw(aw),
	  .dw(32))
	u_x_mem (
	  .clk(clk),
	  .rst(rst),
	  .ce(1'b1),
	  .we(x_we),
	  .oe(1'b1),
	  .addr(x_addr),
	  .di(x_di),
	  .do(x_do)
	);
	sprom # (
	  .aw(aw),
	  .dw(16),
	  .MEM_INIT_FILE(coeffs))
	u_h_mem (
	  .clk(clk),
	  .rst(rst),
	  .ce(1'b1),
	  .oe(1'b1),
	  .addr(idx),
	  .do(h_do)
	);
	always @(posedge clk) begin
		if (rst || curr_state == S_READY) begin
			idx <= 0;
		end
		else if (curr_state == S_COMP_0 || curr_state == S_COMP_1) begin
			idx <= idx + 1;
		end
	end
	always @(posedge clk) begin
		if (rst) begin
			x_wp <= 0;
		end
		else if (curr_state == S_COMP_2) begin
			x_wp <= x_wp + 1;
		end
	end
	always @(*) begin
		next_state = curr_state;
		case (curr_state)
			S_READY: begin
				if (x_valid_i) begin
					next_state = S_LOAD;
				end
			end
			S_LOAD: begin
				next_state = S_COMP_0;
			end
			S_COMP_0: begin
				next_state = S_COMP_1;
			end
			S_COMP_1: begin
				if (idx == ntaps - 1) begin
					next_state = S_COMP_2;
				end
			end
			S_COMP_2: begin
				next_state = S_DONE;
			end
			S_DONE: begin
				if (y_ready_i) begin
					next_state = S_READY;
				end
			end
		endcase
	end
	reg [23:0] accum_a, accum_b;
	always @(posedge clk) begin
		if (rst || curr_state == S_COMP_0) begin
			accum_a <= 0;
			accum_b <= 0;
		end
		else if (curr_state == S_COMP_1 || curr_state == S_COMP_2) begin
			accum_a <= accum_a + x_do[15:0] * h_do;
			accum_b <= accum_b + x_do[31:16] * h_do;
		end
	end
	assign y_a_o = accum_a[15:0];
	assign y_b_o = accum_b[15:0];
endmodule
module spram(clk, rst, ce, we, oe, addr, di, do);
	parameter aw = 10;  
	parameter dw = 32;  
	input           clk;   
	input           rst;   
	input           ce;    
	input           we;    
	input           oe;    
	input  [aw-1:0] addr;  
	input  [dw-1:0] di;    
	output reg [dw-1:0] do;    
	reg [dw-1:0] mem [(1<<aw) -1:0];
	reg [aw-1:0] ra;
	reg oe_r;
	always @(posedge clk)
		oe_r <= oe;
	always @*
		if (oe_r)
			do = mem[ra];
	always @(posedge clk)
	  if (ce)
	    ra <= addr;      
	always @(posedge clk)
	  if (we && ce)
	    mem[addr] <= di;
endmodule
module sprom(clk, rst, ce, oe, addr, do);
	parameter aw = 10;  
	parameter dw = 32;  
	parameter MEM_INIT_FILE = "";
	input           clk;   
	input           rst;   
	input           ce;    
	input           oe;    
	input  [aw-1:0] addr;  
	output reg [dw-1:0] do;    
	reg [dw-1:0] mem [(1<<aw) -1:0];
	reg [aw-1:0] ra;
	reg oe_r;
	always @(posedge clk)
		oe_r <= oe;
	always @*
		if (oe_r)
			do = mem[ra];
	always @(posedge clk)
	  if (ce)
	    ra <= addr;      
	initial begin
		if (MEM_INIT_FILE != "") begin
			$readmemh(MEM_INIT_FILE, mem);
		end
	end
endmodule
==> flow/run.sh <==
#!/bin/bash
# OpenROAD 26Q1-2900-gdf79404cd8, Yosys 0.63+post, stock flow scripts
make -C /OpenROAD-flow-scripts/flow DESIGN_CONFIG=/design/flow/config.mk WORK_HOME=/design/flow/orfs finish
==> flow/config.mk <==
export PLATFORM = sky130hd
export DESIGN_NAME = cmplx_conv
export DESIGN_NICKNAME = cmplx_conv
export VERILOG_FILES = /design/flow/design.v
export SDC_FILE = /design/flow/constraint.sdc
export NUM_CORES = 4
export LEC_CHECK = 1
export CORE_AREA = 10 10 86 86
export DIE_AREA = 0 0 96 96
export SYNTH_MEMORY_MAX_BITS = 65536
==> flow/constraint.sdc <==
current_design cmplx_conv

set clk_period 3.0
set clk_io_pct 0.2

create_clock -name clk0 -period $clk_period [get_ports {clk}]

set non_clock_inputs [all_inputs -no_clocks]
set_input_delay [expr $clk_period * $clk_io_pct] -clock clk0 $non_clock_inputs
set_output_delay [expr $clk_period * $clk_io_pct] -clock clk0 [all_outputs]
==> flow_summary_export.csv <==
group,metric,value,unit
job,warnings,57,
setup_path,crit_family,"buffers and inverters",
layout,drive_above_1_share,0.0442,
die,io_pins,70,
cts,cts_made_buffers,3,
setup_path,crit_path_max_fanout,3,
power_and_ir_drop,power_density,428,mW/mm²
sta,period_used_share,0.556,
die,die_x,96,µm
synthesis,synth_flops,16,
synthesis,ff_type,"dfxtp_1",
placed_design,place.gp.congestion,0.740,
die,rows,27,
global_route,antenna_found_initial,0,
detailed_routing,wl_per_cell,8.88,µm
sta,hold_violations,0,
cts,clkSinkCount,16,
sta,fmax,599,MHz
sta,setup_viol,0,
synthesis,ys_types,32,
setup_path,crit_chain,"clkdlybuf4s50_1",
placed_design,port-buffer-count,5,
cts,cts_buffer_depth,2,
detailed_routing,antenna_cells_inserted,0,
placed_design,dpl_cell_area,933,µm²
detailed_routing,drtIter0Drc,40,
setup_path,worstSetupStartpointType,"register",
setup_path,critical-path-max-stage-delay,0.48,ns
detailed_routing,drtAntennaViolNets,0,
hold_path,hp-class,"reg -> reg",
global_route,grt_pass1_wl,2780,µm
cts,post_cts_resized,0,
detailed_routing,drc,0,
sta,slew_violations,0,
synthesis,async_reset_ff_frac,0,
global_route,globalRouteOverflowTotal,0,
synthesis,yosysWarnings,3,
synthesis,ys_area,935,µm²
synthesis,seq_area_frac_synth,0.343,
cts,tritoncts,"built",
cts,clk_pin_slew,0.06,ns
setup_path,slowest_stage,"clkdlybuf4s50_1",
cts,post_cts_buffers,0,
cts,htree_levels,1,
cts,cts-root-buf,"clkbuf_8",
synthesis,yosysTopAreaCell,"dfxtp_1",
synthesis,synth.top_cell.area_share,0.343,
layout,design_area,988,µm²
setup_path,critical_path_required,2.40,ns
synthesis,syn_inst,109,
job,cap_violations,0,
global_route,grt_max_degree,10,
synthesis,edf_count,0,
sta,fin_skew,0.00139,ns
setup_path,critical_path_class,"reg -> out",
power_and_ir_drop,power,0.423,mW
layout,syn_to_final_growth,5.76,%
synthesis,synth_area,935,µm²
sta,tns,0,ns
layout,lay_top_count,"conb_1",
sta,holdWs,0.443,ns
layout,mi_logic_area,458,µm²
layout,num-fill-cells,624,
die,initial_core_util,0.169,
detailed_routing,wirelength,1640,µm
setup_path,crit_path_end_kind,"output port",
die,die_h,96,µm
detailed_routing,viasPerCell,3.37,
cts,clkLatencyLatePin,0.24,ns
run_status,status,"complete, no violations",
global_route,grt_pass1_vias,619,
layout,seq_area,320,µm²
sta,finalCriticalPeriod,1.67,ns
synthesis,postSynthAreaPerCell,8.57,µm²
synthesis,ys_cells,109,
setup_path,worstPathArrival,1.07,ns
layout,final_cell_mix,"32 x conb_1, 16 x dfxtp_1, 8 x nor2_1",
placed_design,dpl_worst_slack,1.11,ns
power_and_ir_drop,irDropWorstVdd,0.356,mV
die,dieArea,0.00922,mm²
setup_path,cp_num_buf_inv,1,
detailed_routing,first_pass_iters,4,
placed_design,dp_hpwl,1290,µm
sta,rsz0062_at_grt,"no",
global_route,track_usage,0.0355,
sta,setup_ws,1.33,ns
detailed_routing,via_count,624,
die,coreArea,0.00554,mm²
synthesis,area_leaders,"dfxtp_1 34%, buf_4 26%, a21oi_1 3.2%",
cts,cts_hold_buffers,0,
power_and_ir_drop,power.leakage,0.383,nW
logic make-up after synthesis:
family          count (synthesis)  share of synthesized area
xor+xnor                        4                     0.0375
flops                          16                      0.343
simple gates                   26                      0.146
fa+ha+maj                       1                     0.0134
compound gates                 21                      0.165
other cells                     1                    0.00401
buf+inv                        40                      0.292
cell type report:
type,count,share of cell area
Clock buffer,4,0.0557
Inverter,4,0.0152
Multi-Input combinational cell,84,0.463
Sequential cell,16,0.324
Tap cell,72,0.0911
Timing Repair Buffer,5,0.0506
power by group:
group | leakage, nW | internal (mW) | switching [mW]
clock network | 0.0288 | 0.116 | 0.0693
registers | 0.130 | 0.216 | 0.00414
logic | 0.224 | 0.00853 | 0.00929
total | 0.383 | 0.340 | 0.0827
routing by layer:
metal  up-vias  GRT usage  part of all wire
met5         -          0                 0
met4         0    0.00123                 0
met3         0     0.0126             0.053
met2        21     0.0561              0.47
met1       283     0.0484              0.48
li1        320          -                 -
cell usage after synthesis, types with 3 or more instances:
cell	n
xor2_1	3
dfxtp_1	16
inv_1	4
o21ai_0	3
buf_4	32
nand3_1	3
o31ai_1	3
a21oi_1	6
nand2_1	4
or4_1	3
nor2_1	8
through the flow:
step,utilization,cells
2_1_floorplan,-,140
3_3_place_gp,0.168,181
3_5_place_dp,0.168,181
4_1_cts,0.178,185
5_1_grt,0.178,185
6_report,0.178,185
state kept, by name, indices dropped and copies added (netlist names):
| signal | count |
|---|---|
| idx | 10 |
| curr_state | 6 |
final timing paths:
| check | cells past startpoint | start | slack (ns) | endpoint |
|---|---|---|---|---|
| worst max-delay path | 1 | curr_state[1]$_DFF_P_ | 1.33 | y_valid_o |
| worst min-delay path | 2 | curr_state[2]$_DFF_P_ | 0.44 | curr_state[1]$_DFF_P_ |
| worst max register to register | 4 | idx[0]$_SDFFE_PP0P_ | 1.46 | idx[8]$_SDFFE_PP0P_ |
| worst min register to register | 2 | curr_state[2]$_DFF_P_ | 0.44 | curr_state[1]$_DFF_P_ |
Power figures rest on the tool's default switching activity, not on a simulated workload.
