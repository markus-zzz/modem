===== flow/design.v =====
module dpram(
	rclk, rrst, rce, oe, raddr, do,
	wclk, wrst, wce, we, waddr, di
);
	parameter aw = 5;   
	parameter dw = 16;  
	input           rclk;   
	input           rrst;   
	input           rce;    
	input           oe;	    
	input  [aw-1:0] raddr;  
	output [dw-1:0] do;     
	input          wclk;   
	input          wrst;   
	input          wce;    
	input          we;     
	input [aw-1:0] waddr;  
	input [dw-1:0] di;     
	reg [dw-1:0] mem [(1<<aw) -1:0]  ;
	reg [aw-1:0] ra;                 
	always @(posedge rclk) begin
		if (rce) begin
			ra <= raddr;
		end
	end
	assign do = mem[ra];
	always @(posedge wclk) begin
		if (we && wce) begin
			mem[waddr] <= di;
		end
	end
endmodule
module fifo #(
  parameter aw = 5,
  parameter dw = 32
)
(
  input wire clk,
  input wire rst,
  input wire [dw-1:0] wr_data_i,
  input wire wr_en_i,
  output wire [dw-1:0] rd_data_o,
  input wire rd_en_i,
  output wire empty_o,
  output wire full_o,
  output wire almost_full_o
);
	reg[aw:0] rp;  
	reg[aw:0] wp;  
	reg[aw-1:0] n_elem;
	wire ren;
	wire wen;
	assign ren = rd_en_i & ~empty_o;
	assign wen = wr_en_i & ~full_o;
	dpram #(
	  .aw(aw),
	  .dw(dw)
	)u_ram(
	  .rclk(clk),
	  .rrst(rst),
	  .rce(ren),
	  .oe(1'b1),
	  .raddr(rp[aw-1:0]),
	  .do(rd_data_o),
	  .wclk(clk),
	  .wrst(rst),
	  .wce(wen),
	  .we(1'b1),
	  .waddr(wp[aw-1:0]),
	  .di(wr_data_i)
	);
	assign empty_o = rp[aw-1:0] == wp[aw-1:0] && rp[aw] == wp[aw];
	assign full_o  = rp[aw-1:0] == wp[aw-1:0] && rp[aw] != wp[aw];
	assign almost_full_o = n_elem[aw-1] & n_elem[aw-2];  
	always @(posedge clk) begin
		if (rst) begin
			rp <= 0;
		end
		else if (ren) begin
			rp <= rp + 1;
		end
	end
	always @(posedge clk) begin
		if (rst) begin
			wp <= 0;
		end
		else if (wen) begin
			wp <= wp + 1;
		end
	end
	always @(posedge clk) begin
		if (rst) begin
			n_elem <= 0;
		end
		else begin
			case ({ren,wen})
			2'b00: n_elem <= n_elem;
			2'b01: n_elem <= n_elem + 1;
			2'b10: n_elem <= n_elem - 1;
			2'b11: n_elem <= n_elem;
			endcase
		end
	end
endmodule

===== flow/run.sh =====
#!/bin/bash
# OpenROAD 26Q1-2900-gdf79404cd8, Yosys 0.63+post, stock flow scripts
make -C /OpenROAD-flow-scripts/flow DESIGN_CONFIG=/design/flow/config.mk WORK_HOME=/design/flow/orfs finish

===== flow/config.mk =====
export PLATFORM = sky130hd
export DESIGN_NAME = fifo
export DESIGN_NICKNAME = fifo
export VERILOG_FILES = /design/flow/design.v
export SDC_FILE = /design/flow/constraint.sdc
export NUM_CORES = 4
export LEC_CHECK = 1
export CORE_UTILIZATION = 30

===== flow/constraint.sdc =====
current_design fifo

set clk_period 17.5
set clk_io_pct 0.2

create_clock -name clk0 -period $clk_period [get_ports {clk}]

set non_clock_inputs [all_inputs -no_clocks]
set_input_delay [expr $clk_period * $clk_io_pct] -clock clk0 $non_clock_inputs
set_output_delay [expr $clk_period * $clk_io_pct] -clock clk0 [all_outputs]

==> results.cfg <==
; yosys + openroad results
[layout]
drive_gt1_share_pct = 10.9
fin_cells = 4365
comb_area_um2 = 9290
final_core_util_pct = 35.0
n_fill_cell = 12500
area.growth.synth_to_final_pct = 15.5
stdcell_area_um2 = 47400
regArea_um2 = 31300

[setup_path]
r2r-start = wp[2]
crit_type = reg2out
cp_max_fo = 49
worstRegToRegCells = 12
ff2ff_setup_slack_ns = 13.73
worstSetupStartpointType = flop
critical_path_required_ns = 14.00
end_kind = output port
cp.arrival_ns = 5.27
r2r-end = n_elem[4]

[yosys]
synth_warnings = 2
netlist_area_um2 = 41000
ys_area_um2 = 41000
ys_sh_mux_pct = 12.7
synth.cellmix.compoundShare_pct = 5.21
synthCells = 2369
yosysSeqAreaShare_pct = 76.5
simple_gate_area_share_pct = 3.60
synth_xor_xnor_area_share_pct = 0.278
synth_top_area_share_pct = 75.4
numSynthFlops = 1051
synthTopLogicFamily = multiplexers
yosys-stat-cells = 2369
yosys.cell_types.count = 43
ff_type = edfxtp_1
edf_count = 1029
synth.avg_cell_area_um2 = 17.3
synth_top_cell_by_area = edfxtp_1
async_flop_share_pct = 0
synth_adder_area_share_pct = 0.244
top_cells_by_area = edfxtp_1 (75%), mux2i_1 (13%), a22oi_1 (1.8%)

[cts]
cts_max_path_buffers = 3
clkLatencyLatePin_ns = 0.68
postCtsResizedCells = 0
cts_setup_buffers = 0
cts-root-buf = clkbuf_16
cts_tree = done
cts-htree-levels = 3
cts_sinks = 1051
cts_buffers = 101
ctsHoldBuffers = 0
cts.clk_slew.worst_paths_ns = 0.06

[global_routing]
grt_pass1_wl_um = 150000
antenna_found_initial = 7
grt_use_total_pct = 16.2
grt_overflow = 0
grt_max_degree = 99
grt_pass1_vias = 21900

[sta]
setup_viol = 0
max_freq_mhz = 114
period_used_pct = 50.1
slew_viol_final = 0
slew_headroom_pct = 34.7
rsz0062_at_grt = no
period_minus_slack_ns = 8.77
hold_viol = 0
worst_clock_skew_ns = 0.0170
fin_tns_setup_ns = 0
worst_pin_slew_ns = 0.977

[floorplanning]
die_y_um = 372
io-pin-count = 71
rows = 135
initial_core_util_pct = 30.3
die-width_um = 372
core_area_um2 = 135000
chipArea_um2 = 138000

[placement]
io_buffer_count = 70
place_inst = 4182
hpwl_um = 53700
gp_congestion = 0.807
placed_area_um2 = 44300

[detailed_routing]
drt_iter0_drc = 1343
vias = 21500
drt_wl_total_um = 105000
viasPerCell = 4.93
drc_errors = 0
firstDrtPassIters = 6
wl_per_cell_um = 24.0
drtAntennaViolNets = 0

[power_and_ir_drop]
p_leak_nw = 15.5
finalPower_mw = 5.90
power_density_nw_per_um2 = 125
vdd_ir_drop_max_v = 0.0000831

[status]
status = finished, final reports clean

[job]
log.warning_count = 30
drv_cap = 0

[min_path]
hold_depth = 1
min_from = u_ram.ra[0]
hold_path.class = reg2reg
[routing by layer]
| layer | track usage, % | wire, um | vias to the layer above |
|---|---|---|---|
| li1 | - | - | 9653 |
| met1 | 17.8 | 34800 | 10500 |
| met2 | 25.2 | 50600 | 1130 |
| met3 | 11.9 | 16400 | 162 |
| met4 | 3.51 | 2820 | 14 |
| met5 | 0.210 | 117 | - |
[through the flow]
step | worst slack [ns] | hold slack, ns
floorplan | 11.77 | 0.448
global placement | 9.42 | 0.452
detailed placement | 9.42 | 0.461
CTS | 8.68 | 0.483
global route | 8.45 | 0.487
finish | 8.73 | 0.481
[cell families (layout without fill, tap and decap cells)]
logic type / after synthesis / after routing
flip-flops: 1051 / 1051
multiplexers: 519 / 519
AND/OR/NAND/NOR: 319 / 319
AND-OR/OR-AND: 316 / 316
buffers and inverters: 143 / 357
XOR/XNOR: 13 / 13
adder cells (fa/ha/maj): 8 / 8
other: 0 / 1
[registers in the layout, indices dropped and copies added, names as in the netlist, named ones only]
register   flops
u_ram.ra       5
n_elem         5
rp             6
wp             6
u_ram.mem   1024
[power by group]
part | leakage (nW) | switching [mW] | internal [mW]
clock | 1.47 | 0.903 | 1.10
combinational | 4.56 | 0.648 | 0.436
sequential | 9.45 | 0.0287 | 2.79
[worst max-delay path: stages, from the launching register on]
cell,delay [ns]
dfxtp_4,0.87
buf_4,0.68
buf_4,0.71
buf_4,0.80
mux2i_1,0.28
a22o_1,0.17
nor3_1,0.05
a31oi_1,0.22
nand3_1,0.22
clkdlybuf4s50_1,0.46
[worst max path at each step]
stage / start / slack [ns] / endpoint / cells past startpoint
final: flop / 8.73 / rd_data_o[22] / 9
after global routing: flop / 8.45 / rd_data_o[22] / 9
after CTS: flop / 8.68 / rd_data_o[25] / 9
[final cells by class]
| class | instances | share of cell area [%] |
|---|---|---|
| sequential | 1051 | 66.2 |
| timing repair buffer | 168 | 3.06 |
| clock inverter | 56 | 0.769 |
| antenna | 1 | 0.00528 |
| inverter | 7 | 0.0555 |
| tap | 1781 | 4.71 |
| multi-input combinational | 1175 | 19.6 |
| clock buffer | 126 | 5.58 |
[cell usage in the layout, fill, tap and decap left out, types with 3 or more instances in the layout]
| cell type | Yosys | final |
|---|---|---|
| a21oi_1 | 110 | 110 |
| a22o_1 | 64 | 64 |
| a22oi_1 | 96 | 96 |
| a31oi_1 | 33 | 33 |
| buf_4 | 0 | 97 |
| clkbuf_1 | 62 | 24 |
| clkbuf_16 | 0 | 102 |
| clkdlybuf4s50_1 | 0 | 70 |
| clkinv_1 | 0 | 31 |
| clkinv_2 | 0 | 16 |
| dfxtp_1 | 22 | 21 |
| edfxtp_1 | 1029 | 1029 |
| ha_1 | 8 | 8 |
| inv_1 | 6 | 5 |
| mux2_2 | 5 | 5 |
| mux2i_1 | 514 | 514 |
| nand2_1 | 104 | 103 |
| nand2_2 | 3 | 4 |
| nand3_1 | 102 | 102 |
| nand3b_1 | 3 | 3 |
| nor2_1 | 45 | 13 |
| nor2_4 | 0 | 32 |
| nor2b_1 | 6 | 4 |
| nor3_1 | 33 | 33 |
| nor4_1 | 3 | 3 |
| o21ai_0 | 6 | 6 |
| or2_2 | 3 | 3 |
| or3_1 | 5 | 5 |
| xnor2_1 | 3 | 3 |
| xor2_1 | 10 | 10 |
[synthesized netlist by cell type (all sizes together) (3+ instances only)]
cell type  instances
a31oi             33
xor2              10
nor4               3
mux2i            514
ha                 8
nor2b              6
a22oi             96
or3                5
a22o              64
or2                3
o21ai              7
a21oi            110
edfxtp          1029
nor2              45
clkbuf            62
nor3              33
nand3            102
inv                7
xnor2              3
and2               3
dfxtp             22
nand2            107
buf               74
nand3b             3
mux2               5
No activity file was given, so power comes from the tool's default toggle rates.
